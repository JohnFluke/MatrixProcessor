[design/flow/constraint.sdc]
current_design MatrixAlu

set clk_period 20.2
set clk_io_pct 0.2

create_clock -name clk0 -period $clk_period [get_ports {Clk}]

set non_clock_inputs [all_inputs -no_clocks]
set_input_delay [expr $clk_period * $clk_io_pct] -clock clk0 $non_clock_inputs
set_output_delay [expr $clk_period * $clk_io_pct] -clock clk0 [all_outputs]
[design/flow/config.mk]
export PLATFORM = sky130hd
export DESIGN_NAME = MatrixAlu
export DESIGN_NICKNAME = MatrixAlu
export VERILOG_FILES = /design/flow/design.v
export SDC_FILE = /design/flow/constraint.sdc
export NUM_CORES = 4
export LEC_CHECK = 1
export CORE_UTILIZATION = 50
[design/flow/design.v]
module MatrixAlu(
    input Clk,
    output reg [255:0] MatrixDataOut,
    input [255:0] ExeDataOut,
    input [15:0] address,
    input nRead,
    input nWrite,
    input nReset
    );
wire [3:0] Enable, Select;
wire [7:0] OpCode;
assign Enable = address[15:12];  
assign Select = address[11:8];   
assign OpCode = address[7:0];	 
reg [15:0] A [0:3] [0:3];
reg [15:0] B [0:3] [0:3];
reg [15:0] R [0:3] [0:3]; 
always @*
begin
if (Enable == 4'd3) begin
    if (~nWrite) begin
       if (Select == 4'd0) begin
             {A[0][0],A[0][1],A[0][2],A[0][3],A[1][0],A[1][1],A[1][2],A[1][3],A[2][0],A[2][1],A[2][2],A[2][3],A[3][0],A[3][1],A[3][2],A[3][3]} = ExeDataOut;
             end
       else if  (Select == 4'd1) begin
             {B[0][0],B[0][1],B[0][2],B[0][3],B[1][0],B[1][1],B[1][2],B[1][3],B[2][0],B[2][1],B[2][2],B[2][3],B[3][0],B[3][1],B[3][2],B[3][3]} = ExeDataOut;
             end     
    end
end
end   
localparam [7:0] MMult       = 8'h00,
                 Madd        = 8'h01,
                 Msub        = 8'h02,
                 Mtranspose  = 8'h03,
                 MScale      = 8'h04,
                 MScaleImm   = 8'h05;
integer i,j,k;
always @*
begin
i = 0;
j = 0;
k = 0;
{R[0][0],R[0][1],R[0][2],R[0][3],R[1][0],R[1][1],R[1][2],R[1][3],R[2][0],R[2][1],R[2][2],R[2][3],R[3][0],R[3][1],R[3][2],R[3][3]} = 256'd0;
case(OpCode)
MMult:  	begin     
				for(i=0;i < 4;i=i+1)
					for(j=0;j < 4;j=j+1)
						for(k=0;k < 4;k=k+1)
							R[i][j] = R[i][j] + (A[i][k] * B[k][j]);
			end            
Madd:  		begin     
				for(i=0;i < 4;i=i+1)
					for(j=0;j < 4;j=j+1)
						R[i][j] = A[i][j] + B[i][j];
			end  
Msub:  		begin     
				for(i=0;i < 4;i=i+1)
					for(j=0;j < 4;j=j+1)
						R[i][j] = A[i][j] - B[i][j];
			end 
Mtranspose: begin     
				for(i=0;i < 4;i=i+1)
					for(j=0;j < 4;j=j+1)
						R[i][j] = A[j][i];
			end  
MScale:  	begin     
				for(i=0;i < 4;i=i+1)
					for(j=0;j < 4;j=j+1)
						R[i][j] = A[i][j] * B[3][3];
			end  
MScaleImm:  begin     
				for(i=0;i < 4;i=i+1)
					for(j=0;j < 4;j=j+1)
						R[i][j] = A[i][j] * B[3][3];
			end        
endcase
end  
always @ (posedge Clk)
begin
if (Enable == 4'd3) 
begin
	if (~nReset)
		MatrixDataOut = 256'd0;
	else if (~nRead)
		MatrixDataOut = {R[0][0],R[0][1],R[0][2],R[0][3],R[1][0],R[1][1],R[1][2],R[1][3],R[2][0],R[2][1],R[2][2],R[2][3],R[3][0],R[3][1],R[3][2],R[3][3]};  
end  
end             
endmodule
[design/flow/run.sh]
#!/bin/bash
# OpenROAD 26Q1-2900-gdf79404cd8, Yosys 0.63+post, stock flow scripts
make -C /OpenROAD-flow-scripts/flow DESIGN_CONFIG=/design/flow/config.mk WORK_HOME=/design/flow/orfs finish
==> metrics.csv <==
stage,metric,value,unit
timing,endpoints left unconstrained,512,
timing,"Min Clock Period, post-route",10.32,ns
timing,Fin. Hold Viols,0,
clocking,H-tree Lvls,2,
routing,Initial DRT Pass Iterations,10,
die,floorplan row count,304,
hold_path,Hold Crit Class,in -> reg,
timing,fin crit share,51.10,%
critical_path,Worst path slowest cell,a21oi_1,
global_routing,GRT Residual Overflow,0,
yosys,Yosys top cell by area,fa_1,
critical_path,CP Cell Sequence,"clkdlybuf4s50_1, nor3_1, nand2_1, nor4b_4, buf_4, buf_4, buf_4, buf_4, mux2i_1, ha_1, a21o_1, a21o_1, a2111o_1, a41o_1, o41a_1, nand4_1, nand4b_1, a21oi_1, xnor2_1, nand2_1, a21oi_1",
global_routing,vias in the first global route,290867,
yosys,Commonest flop,dlxtn_1,
routing,vias,278126,
timing,count of unclocked register or latch pins,512,
clocking,clock root cell,clkbuf_16,
timing,Slew Limit Fails,0,
yosys,most numerous cell in the Yosys netlist,inv_1,
critical_path,critical path startpoint category,input port,
routing,DRC,0,
timing,TNS Setup,0,ns
outcome,status,finished clean,
clocking,hold bufs inserted after CTS,0,
place,Final GP Congestion,1.068,
job,OpenROAD warning count,33,
die,chip area,0.6934,mm^2
place,Port Buf Inserts,531,
place,DP HPWL,1262,mm
layout,share of cells above drive strength 1,3.989,%
routing,vias per std cell,5.663,
yosys,YS chip area,0.3450,mm^2
clocking,Num CTS Buffers,35,
routing,initial DRC count,20917,
routing,Routed WL,1659,mm
layout,P&R area growth vs syn,5.465,%
clocking,post_cts resized,0,
clocking,clk slew on worst S/H paths,0.09,ns
timing,relative max-transition margin,8.646,%
yosys,Synth flops,768,
yosys,"top cells, area","fa_1 42%, ha_1 14%, inv_1 10%",
timing,fin worst setup slack,9.879,ns
yosys,Async SR Flop Fraction,0,%
place,Post-DP Area,0.3615,mm^2
critical_path,maximum fanout along the worst path,32,
die,chip width,832.7,um
layout,"Core Util, Final",53.00,%
clocking,postcts setup bufs,0,
yosys,library cells used by synthesis,84,
global_routing,initial antenna violation count,347,
die,Core ar.,0.6866,mm^2
global_routing,GRT Util Overall,52.01,%
yosys,Post-synth top cells,"9464 x inv_1, 7184 x fa_1, 6503 x nand2_1, 4082 x and2_1, 3744 x ha_1",
yosys,Syn Std Cell Area,0.3450,mm^2
yosys,cells after synthesis,40180,
yosys,warnings from Yosys,4,
yosys,syn_area_per_cell,8.587,um^2
timing,RSZ-0062 raised after global routing,no,
routing,final antenna-violating net count,0,
critical_path,WP data arrival,10.79,ns
place,pre-CTS setup slack,9.299,ns
layout,count of non-filler cells in the finished layout,49116,
clocking,TritonCTS clock tree,built,
timing,Least-Margin Pin Slew,1.366,ns
global_routing,largest net degree at the start of global routing,60,
layout,fillers,62872,
layout,finished layout cell area,0.3639,mm^2
die,Die Span Y,832.7,um
die,fp_density,50.25,%
critical_path,"most used cell, CP",buf_4,
timing,final hold slack,4.332,ns
timing,Setup Viol. Count Final,0,
place,placed cell count,48548,
routing,WL/cell,33.77,um
timing,upper clock frequency limit,96.89,MHz
job,Max Cap Viol,0,
critical_path,crit path capture type,register,
critical_path,critical path's largest stage delay,0.64,ns
yosys,cells in synth_stat.txt,40180,
clocking,CTS Buffer Depth,3,
global_routing,first-pass GRT wire length,2306,mm
yosys,top area contributor share,41.68,%
critical_path,crit path DRT,20.67,ns
critical_path,Setup CP Type,in -> reg,
yosys,count of library flops with an enable pin,256,
die,Ports,532,
area by class of cell:
| class | count | area (um^2) | share of cell area, % |
|---|---|---|---|
| Antenna cell | 506 | 1266 | 0.3480 |
| Sequential cell | 768 | 16130 | 4.434 |
| Clock buffer | 41 | 898.4 | 0.2469 |
| Tap cell | 9180 | 11490 | 3.157 |
| Multi-Input combinational cell | 27532 | 285000 | 78.33 |
| Timing Repair Buffer | 1595 | 13330 | 3.663 |
| Clock inverter | 21 | 188.9 | 0.05192 |
| Inverter | 9473 | 35560 | 9.772 |
cell usage in the layout, fill, tap and decap left out, drive strengths merged, types with 142 or more instances in the layout:
| cell | count |
|---|---|
| inv | 9470 |
| fa | 7184 |
| nand2 | 6503 |
| and2 | 4083 |
| ha | 3744 |
| xnor2 | 2438 |
| buf | 1064 |
| xor2 | 664 |
| a21oi | 639 |
| nor2 | 587 |
| clkdlybuf4s50 | 531 |
| dlxtn | 512 |
| diode | 506 |
| o21ai | 291 |
| edfxtp | 256 |
| nor3 | 149 |
| a222oi | 142 |
routing by layer:
metal  track usage [%]  up-vias  routed length [um]
met4             33.74      297              144900
met3             37.25     4763              297300
met1             63.15   138920              557300
met2             65.77    18984              651800
li1                  -   115162                   -
met5             9.708        -                7275
path summary, 6_finish.rpt:
kind       start  depth (start not counted)                          endpoint  slack [ns]
max   address[3]                         21  MatrixDataOut[255]$_SDFFCE_PN0P_        9.88
min        nRead                          3  MatrixDataOut[105]$_SDFFCE_PN0P_        4.33
kinds of logic (layout without fill, tap and decap cells):
logic type                 Yosys count  in the layout  synth area share [%]
adders and majority gates        10928          10928                 55.26
and+or+nand+nor                  11788          11788                 16.18
DFF                                256            256                 2.228
AOI/OAI and AO/OA                 1695           1695                 3.194
buffers and inverters            11880          11130                 12.98
other                                0            506                     0
muxes                               19             19               0.05512
latches                            512            512                 2.229
xor gates and xnor gates          3102           3102                 7.875
critical path: cells and delay by family:
| kind | cells | cell delay, ns |
|---|---|---|
| compound gates | 7 | 2.38 |
| buf+inv | 5 | 2.45 |
| simple gates | 6 | 1.05 |
| fa+ha+maj | 1 | 0.29 |
| xor+xnor | 1 | 0.14 |
| mux | 1 | 0.36 |
flip-flops by register name, indices dropped and copies added (netlist names):
register and cells:
MatrixDataOut 256, A 256, B 256
