### /design/flow/run.sh
#!/bin/bash
# OpenROAD 26Q1-2900-gdf79404cd8, Yosys 0.63+post, stock flow scripts
make -C /OpenROAD-flow-scripts/flow DESIGN_CONFIG=/design/flow/config.mk WORK_HOME=/design/flow/orfs finish
### /design/flow/config.mk
export PLATFORM = sky130hd
export DESIGN_NAME = InstructionMemory
export DESIGN_NICKNAME = InstructionMemory
export VERILOG_FILES = /design/flow/design.v
export SDC_FILE = /design/flow/constraint.sdc
export NUM_CORES = 4
export LEC_CHECK = 1
export CORE_AREA = 10 10 114 114
export DIE_AREA = 0 0 124 124
### /design/flow/constraint.sdc
current_design InstructionMemory

set clk_period 5.6
set clk_io_pct 0.2

create_clock -name clk0 -period $clk_period [get_ports {Clk}]
create_clock -name clk1 -period $clk_period [get_ports {nReset}]

set non_clock_inputs [all_inputs -no_clocks]
set_input_delay [expr $clk_period * $clk_io_pct] -clock clk0 $non_clock_inputs
set_output_delay [expr $clk_period * $clk_io_pct] -clock clk0 [all_outputs]
### /design/flow/design.v
parameter MainMemEn = 0;
parameter RegisterEn = 1;
parameter InstrMemEn = 2;
parameter AluEn = 3;
parameter ExecuteEn = 4;
parameter IntAlu = 5;
parameter Instruct1 = 32'h01_02_00_01;  
parameter Instruct2 = 32'h10_10_09_08;  
parameter Instruct3 = 32'h02_03_02_00;  
parameter Instruct4 = 32'h03_04_02_00; 
parameter Instruct5 = 32'h04_05_03_10; 
parameter Instruct6 = 32'h00_06_04_03;  
parameter Instruct7 = 32'h12_0a_01_00; 
parameter Instruct8 = 32'h11_11_0a_01; 
parameter Instruct9 = 32'h13_0b_0a_11; 
parameter Instruct10 = 32'hFF_00_00_00; 
module InstructionMemory(Clk,InstructDataOut, address, nRead,nReset);
input logic nRead, nReset, Clk;
input logic [15:0] address;
output reg [255:0] InstructDataOut;  
logic [255:0]InstructMemory[0:9];  
wire [3:0] Enable;     			 
reg [3:0] pCount;    			 
assign Enable = address[15:12];  
always @*
begin
if (~nReset)
	pCount = 4'd0;
else 
	pCount = address[3:0];  
end 
always @(negedge nReset)
begin
	InstructMemory[0] = Instruct1;  	
	InstructMemory[1] = Instruct2;  	
  	InstructMemory[2] = Instruct3;
	InstructMemory[3] = Instruct4;	
	InstructMemory[4] = Instruct5;
	InstructMemory[5] = Instruct6;
	InstructMemory[6] = Instruct7;
	InstructMemory[7] = Instruct8;
	InstructMemory[8] = Instruct9;
	InstructMemory[9] = Instruct10;
end 
always @ (posedge Clk)
begin
if (Enable == 4'd2) 
begin
if (~nRead) 
    InstructDataOut = InstructMemory[pCount];
end
end
endmodule
==> insert_results.sql <==
-- implementation run metrics
INSERT INTO impl_metrics (metric_group, metric, value, unit) VALUES
('final_timing', 'maxSlewHeadroom', '62.1', '%'),
('placement', 'gpl.final_weighted_congestion', '0.775', ''),
('setup_path', 'crit_slowest_cell', 'sky130_fd_sc_hd__clkbuf_8', ''),
('synth', 'synth_flops', '17', ''),
('route', 'antennaDiodeCount', '0', ''),
('cells_and_area', 'largest_reg_flops', '17', ''),
('floorplanning', 'placementRows', '37', ''),
('synth', 'yosys_area', '0.00271', 'mm²'),
('synth', 'synth_unique_cells', '32', ''),
('synth', 'top_cells_by_area', 'sky130_fd_sc_hd__buf_4 66%, sky130_fd_sc_hd__edfxtp_1 19%, sky130_fd_sc_hd__buf_6 1.2%', ''),
('global_routing', 'grt_pass1_vias', '1809', ''),
('synth', 'syn-cell-area', '0.00271', 'mm²'),
('hold_path', 'timing.hold.worst.class', 'clk -> reg', ''),
('status', 'run_status', 'finished clean', ''),
('global_routing', 'grt.total_usage', '6.09', '%'),
('setup_path', 'worst-path-buf-inv', '4', ''),
('synth', 'seq_area_frac_synth', '18.8', '%'),
('floorplanning', 'placeableCoreArea', '0.0104', 'mm²'),
('cells_and_area', 'layout-area-overhead-vs-synth', '-7.24', '%'),
('clock_network', 'cts_setup_buffers', '0', ''),
('final_timing', 'worst-slew-pin-transition', '567', 'ps'),
('clock_network', 'cts.clk_slew.worst_paths', '60', 'ps'),
('setup_path', 'cp_common_cell', 'sky130_fd_sc_hd__clkbuf_8', ''),
('pwr', 'worst_ir_drop_vdd', '190', 'µV'),
('route', 'dr_total_vias', '1402', ''),
('setup_path', 'crit_arrival', '3410', 'ps'),
('route', 'routed_wire_length_per_instance', '11.3', 'µm'),
('setup_path', 'cp-end-kind', 'register', ''),
('setup_path', 'worst_ep_required_time', '5570', 'ps'),
('setup_path', 'worstPathCellList', 'clkbuf_8 > clkbuf_8 > nand2b_4 > clkbuf_8 > clkbuf_8 > o32ai_1', ''),
('route', 'route.final.wire_length', '5.66', 'mm'),
('final_timing', 'timing_max_transition_violations_final', '0', ''),
('route', 'antenna_viol_nets_final', '0', ''),
('final_timing', 'tns', '0', 'ps'),
('final_timing', 'grt_setup_unrepaired', 'false', ''),
('floorplanning', 'io_pins', '275', ''),
('clock_network', 'tritoncts_clock_tree', 'built', ''),
('final_timing', 'timing.final.setup_violations', '0', ''),
('route', 'vias_per_cell', '2.79', ''),
('setup_path', 'timing.critical_path.max_delay_family', 'buffers and inverters', ''),
('placement', 'hpwl', '4.80', 'mm'),
('run', 'openroad.warnings', '45', ''),
('placement', 'port_buffers', '30', ''),
('setup_path', 'timing_worst_setup_path_type', 'clk -> reg', ''),
('setup_path', 'timing.critical_path.from_type', 'clock port', ''),
('floorplanning', 'floorplan.die_area', '0.0154', 'mm²'),
('route', 'drt_first_iter_violations', '46', ''),
('synth', 'synth.avg_cell_area', '8.56', 'µm²'),
('route', 'remaining_drc_errors', '0', ''),
('global_routing', 'wire_length_of_the_first_global_routing_pass', '7.73', 'mm'),
('pwr', 'power.leakage', '1.32', 'nW'),
('final_timing', 'hold_viol', '0', ''),
('global_routing', 'grt_overflow_total', '0', ''),
('pwr', 'power_density', '241', 'mW/mm²'),
('route', 'detailed_routing_iterations_pass_1', '4', ''),
('synth', 'synth_area_leader_cell', 'sky130_fd_sc_hd__buf_4', ''),
('clock_network', 'post_cts_sizing', '0', ''),
('floorplanning', 'floorplan_utilization', '26.1', '%'),
('synth', 'synth_stat.cells', '317', ''),
('pwr', 'post-layout-total-power', '0.606', 'mW'),
('synth', 'syn_inst', '317', ''),
('run', 'cap_viol_max_count', '0', ''),
('synth', 'yosysTopAreaCellShare', '66.4', '%'),
('floorplanning', 'die-width', '124', 'µm'),
('floorplanning', 'die_h', '124', 'µm'),
('cells_and_area', 'final_layout_size_suffix_gt1_share', '10.1', '%'),
('global_routing', 'antenna_found_initial', '0', ''),
('synth', 'yosys_warnings', '2', ''),
('setup_path', 'crit_path_max_fo', '3', ''),
('global_routing', 'grt_start_max_net_pins', '18', ''),
('setup_path', 'crit_path_max_incr_delay', '140', 'ps'),
('clock_network', 'hold_buffers', '0', '');
through the flow:
step           cell area (µm²)  util [%]  hold WS [ps]  worst slack (ps)  instances
4_1_cts                   2520      24.2           206              2150        502
5_1_grt                   2520      24.2           228              2130        502
6_report                  2520      24.2           201              2170        502
3_5_place_dp              2240      21.5           207              2290        475
3_3_place_gp              2240      21.5           207              2290        475
2_1_floorplan             3590         -           207              2260        551
routing by layer:
| metal | track usage, % | vias to the layer above | routed length, µm |
|---|---|---|---|
| li1 | - | 618 | - |
| met1 | 4.46 | 616 | 1720 |
| met2 | 10.2 | 157 | 2930 |
| met3 | 5.56 | 11 | 945 |
| met4 | 3.24 | 0 | 70 |
| met5 | 0.658 | - | 0 |
cell usage after synthesis (all sizes together):
| cell | number |
|---|---|
| buf | 243 |
| edfxtp | 17 |
| nor2 | 10 |
| nand2 | 6 |
| a21oi | 5 |
| nand2b | 5 |
| and2b | 4 |
| o21ai | 4 |
| nand3 | 2 |
| nor2b | 2 |
| xnor2 | 2 |
| a211oi | 1 |
| a21boi | 1 |
| a2bb2oi | 1 |
| a31oi | 1 |
| and3 | 1 |
| conb | 1 |
| inv | 1 |
| mux2 | 1 |
| nor3 | 1 |
| nor3b | 1 |
| nor4 | 1 |
| nor4b | 1 |
| o21a | 1 |
| o311ai | 1 |
| o32ai | 1 |
| or2b | 1 |
| or3 | 1 |
placed cells by master, fill, tap and decap left out, types with 2 or more instances in the layout:
cell / instances
sky130_fd_sc_hd__xnor2_1: 2
sky130_fd_sc_hd__nor2b_1: 2
sky130_fd_sc_hd__nand2_1: 6
sky130_fd_sc_hd__a21oi_1: 5
sky130_fd_sc_hd__inv_2: 8
sky130_fd_sc_hd__o21ai_1: 3
sky130_fd_sc_hd__edfxtp_1: 17
sky130_fd_sc_hd__and2b_1: 4
sky130_fd_sc_hd__clkbuf_8: 16
sky130_fd_sc_hd__nor2_2: 3
sky130_fd_sc_hd__nor2_1: 7
sky130_fd_sc_hd__clkbuf_1: 2
sky130_fd_sc_hd__nand3_1: 2
sky130_fd_sc_hd__nand2b_1: 4
sky130_fd_sc_hd__conb_1: 235
sky130_fd_sc_hd__clkdlybuf4s50_1: 30
cell families (layout without fill, tap and decap cells):
group / after synthesis / after routing / share of synthesized area, %
buffers and inverters: 244 / 59 / 67.8
AND/OR/NAND/NOR: 36 / 36 / 8.21
flip-flops: 17 / 17 / 18.8
AND-OR/OR-AND: 16 / 16 / 3.87
XOR/XNOR: 2 / 2 / 0.646
other: 1 / 235 / 0.138
multiplexers: 1 / 1 / 0.553
area by class of cell:
cell class | instances | area (µm²)
Multi-Input combinational cell | 290 | 1250
Tap cell | 136 | 170
Timing Repair Buffer | 31 | 308
Clock inverter | 10 | 52.6
Clock buffer | 18 | 228
Sequential cell | 17 | 510
Fill cell | 1088 | 7900
worst paths after layout:
path | depth (start not counted) | start | to
max | 6 | nReset | InstructDataOut[9]
min | 3 | nReset | InstructDataOut[0]
report_power, final:
part / total [mW] / switching, mW / internal (mW)
sequential: 0.152 / 0.000807 / 0.151
clock: 0.409 / 0.154 / 0.254
combinational: 0.0450 / 0.0272 / 0.0178
total: 0.606 / 0.183 / 0.423
No activity file was given, so power comes from the tool's default toggle rates.
