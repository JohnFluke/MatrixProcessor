$ cat design/flow/config.mk
export PLATFORM = sky130hd
export DESIGN_NAME = MainMemory
export DESIGN_NICKNAME = MainMemory
export VERILOG_FILES = /design/flow/design.v
export SDC_FILE = /design/flow/constraint.sdc
export NUM_CORES = 4
export LEC_CHECK = 1
export CORE_UTILIZATION = 40
$ cat design/flow/design.v
parameter MainMemEn = 0;
parameter RegisterEn = 1;
parameter InstrMemEn = 2;
parameter AluEn = 3;
parameter ExecuteEn = 4;
parameter IntAlu = 5;
module MainMemory(Clk,MemDataOut,ExeDataOut, address, nRead,nWrite, nReset);
input logic [255:0] ExeDataOut;  
input logic nRead,nWrite, nReset, Clk;
input logic [15:0] address;
output logic [255:0] MemDataOut;  
logic [255:0]MainMemory[14];  
always_ff @(negedge Clk or negedge nReset)
begin
	if (~nReset) begin
	MainMemory[0] = 256'h0003_0002_0008_0006_000c_0006_0003_0009_0009_000c_0002_000d_000c_000e_0010_0003;
	MainMemory[1] = 256'h0006_0004_0007_000f_0007_000a_0004_0007_0004_0003_0005_0008_000c_0005_0002_0006;
	MainMemory[2] = 256'h0;
	MainMemory[3] = 256'h0;
	MainMemory[4] = 256'h0;
	MainMemory[5] = 256'h0;
	MainMemory[6] = 256'h0;
	MainMemory[7] = 256'h0;
	MainMemory[8] = 256'h04;
	MainMemory[9] = 256'h11;
	MainMemory[10] = 256'h0;
	MainMemory[11] = 256'h0;
	MainMemory[12] = 256'h0;
	MainMemory[13] = 256'h0;
      MemDataOut=0;
	end
	else if(address[15:12] == MainMemEn)  
		begin
			if (~nRead)begin
				MemDataOut <= MainMemory[address[7:0]];  
			end
			if(~nWrite)begin
		    MainMemory[address[7:0]] <= ExeDataOut;
			end
		end
end 	
endmodule
$ cat design/flow/run.sh
#!/bin/bash
# OpenROAD 26Q1-2900-gdf79404cd8, Yosys 0.63+post, stock flow scripts
make -C /OpenROAD-flow-scripts/flow DESIGN_CONFIG=/design/flow/config.mk WORK_HOME=/design/flow/orfs finish
$ cat design/flow/constraint.sdc
current_design MainMemory

set clk_period 4.0
set clk_io_pct 0.2

create_clock -name clk0 -period $clk_period [get_ports {Clk}]

set non_clock_inputs [all_inputs -no_clocks]
set_input_delay [expr $clk_period * $clk_io_pct] -clock clk0 $non_clock_inputs
set_output_delay [expr $clk_period * $clk_io_pct] -clock clk0 [all_outputs]
==> reports/summary.txt <==
clock tree sinks - 3840
Die Y - 658 um
Critical Path Start Type - register
drt initial violations - 7260
# IOs - 532
routed vias - 117k
CTS clk-pin slew, worst paths - 0.04 ns
Worst Skew - 0.0755 ns
crit path cell chain - buf_2
Setup violations, final - 4015
distinct lib cells - 44
number of buffers created by CTS - 419
vias in the first global route - 123k
GR Util All Layers - 27.0%
final worst-path setup slack - -0.556 ns
FP Core Util - 40.2%
setup TNS - -784.34 ns
CTS tree - done
Post-Synthesis Cells - 12.7k
initial antenna violation count - 29
Latency at later pin - 0.97 ns
Crit path largest cell delay - 0.65 ns
Max IR drop VDD - 0.000391 V
CP Buf/Inv Count - 1
tool warnings - 105
Via-to-Cell Ratio - 5.86
Final Util - 51.2%
CTS Root Cell - clkbuf_16
Cell Area, Synth - 172000 sq um
RSZ-0062 raised after global routing - yes
max cap viols - 0
max-slew violation count - 0
crit path DAT - 3.76 ns
worst-path fanout max - 2
crit end category - output port
Slew headroom - 48.4%
Post-synth seq share - 55.8%
yosys stat cell total - 12.7k
Main synth FF type - dfrtn_1
Placer Congestion - 0.881
largest net degree at the start of global routing - 112
DRC Markers - 0
hold_ws - 0.447 ns
Detailed Route WL - 567 mm
WL/cell - 28.3 um
Avg Cell Area, Syn - 13.6 sq um
Die X - 658 um
pwr/cell area - 421 nW/um^2
layout cells sized above 1 - 45.7%
Hold Crit Class - reg -> reg
pre-CTS WS - -2.09 ns
failing checks - negative setup slack
Yosys warning total - 2
aggregate global routing overflow - 0
Post-synth EDFFs - 0
outcome - finished, violations left
Flops after synth - 3840
Leak Pwr - 99.9 nW
Largest delay share family, worst path - flip-flops
Detailed Routing Iterations Pass 1 - 8
Power Total - 92.2 mW
PortBufs - 523
Hold Vio Cnt, Final - 0
async set-reset flop share out of synthesis - 100%
Worst-Margin Slew - 0.772 ns
dpl hpwl - 348 mm
chip area - 433000 sq um
Critical-path top delay cell - dfrtn_1
hold-fix buffers at CTS - 0
Area growth syn-to-layout - 27.2%
YS chip area - 172000 sq um
Clock Tree Buf Depth - 4
WP data required - 3.20 ns
H-tree level count - 5
first-pass GRT wire length - 840 mm
row count - 240
Antenna Nets Post-Route - 0
CP Class - reg -> out
core area - 428000 sq um
[metrics by stage]
stage	cells	instance area [sq um]
6_report	20000	219000
5_1_grt	20000	219000
4_1_cts	19900	217000
3_5_place_dp	18900	198000
3_3_place_gp	18900	198000
2_1_floorplan	12700	175000
[cell usage after synthesis (73+ instances only)]
| master | instances | area (sq um) |
|---|---|---|
| mux2_2 | 3726 | 42000 |
| a2111oi_0 | 182 | 1590 |
| a2111oi_2 | 73 | 1100 |
| a22o_1 | 440 | 3850 |
| o22ai_1 | 442 | 2770 |
| clkbuf_1 | 857 | 3220 |
| a221oi_1 | 186 | 1630 |
| dfrtn_1 | 3775 | 94500 |
| a22oi_1 | 140 | 1050 |
| mux2i_1 | 370 | 3700 |
| buf_2 | 408 | 2040 |
| a21oi_1 | 765 | 3830 |
| nand2_1 | 77 | 289 |
| nand3b_1 | 1023 | 7680 |
[where the power goes]
group / switching [mW] / internal (mW)
combinational: 4.54 / 4.47
sequential: 1.82 / 41.6
clock: 16.6 / 23.2
[metal layers]
| layer | part of all wire, % | GRT usage, % |
|---|---|---|
| met1 | 41 | 37.9 |
| met2 | 45 | 39.8 |
| met3 | 10 | 10.9 |
| met4 | 3.8 | 8.59 |
| met5 | 0.045 | 0.244 |
[flip-flops by register name, summed over array words and instances, names as in the netlist]
name	flops
MainMemory	3584
MemDataOut	256
[final timing paths]
| path | endpoint | slack [ns] | startpoint | cells after the start |
|---|---|---|---|---|
| min in group asynchronous | MainMemory[5][4] | 1.75 | nReset | 1 |
| max | MemDataOut[10] | -0.56 | MemDataOut[10] | 1 |
| min reg2reg | MainMemory[7][68] | 0.45 | MainMemory[7][68] | 1 |
| min | MainMemory[7][68] | 0.45 | MainMemory[7][68] | 1 |
| max in group asynchronous | MainMemory[12][43] | 1.09 | nReset | 3 |
| max reg2reg | MemDataOut[255] | 2.51 | MainMemory[2][255] | 4 |
[timing repair]
item	4_1_cts	5_1_grt
pin swaps	22	102
resized	814	805
endpoints found under the setup margin	4096	4015
buffers inserted	137	84
gates cloned	55	25
[cell families (layout without fill, tap and decap cells)]
logic type,count (synthesis),after routing,synth area share [%]
simple gates,1140,1140,4.79
other cells,0,20,0
mux,4096,4096,26.5
buf+inv,1337,2949,3.28
flops,3840,3840,55.8
compound gates,2304,2304,9.61
[final cells by class]
cell class                 count  area (sq um)
inverter                       4          22.5
fill                       34300        209000
sequential                  3840         96200
multi-input combinational   7540         75000
timing repair buffer        2104         26300
clock inverter               220          1980
tap                         5687          7120
antenna                       20          50.0
clock buffer                 621         12500
[cell usage in the layout, fill, tap and decap left out, types with 19 or more instances in the layout]
cell / synthesis / routed
buf_2: 408 / 57
diode_2: 0 / 20
clkbuf_2: 0 / 168
mux2_2: 3726 / 3126
o211a_1: 70 / 70
dfrtn_1: 3775 / 3775
nand2_1: 77 / 75
inv_1: 4 / 85
buf_16: 0 / 84
a221oi_1: 186 / 183
dfstp_2: 65 / 65
a22oi_1: 140 / 140
a2111oi_2: 73 / 105
nand3b_1: 1023 / 1023
o22ai_1: 442 / 442
buf_6: 16 / 79
clkbuf_16: 0 / 449
clkbuf_1: 857 / 85
mux2i_1: 370 / 370
bufinv_16: 0 / 21
clkbuf_8: 0 / 107
mux2_4: 0 / 600
clkdlybuf4s50_1: 0 / 256
a21oi_1: 765 / 749
buf_8: 1 / 19
a2111oi_4: 0 / 95
buf_12: 0 / 616
buf_4: 0 / 792
a22o_1: 440 / 440
clkinv_2: 0 / 58
a2111oi_0: 182 / 54
Power is estimated from default activity; no workload was simulated.
